==> /design/flow/design.v <==
module bailey_scheme_mask
	 #( parameter ROW_WIDTH = 100,      
                 PIX_BIT   = 8,        
                 MASK_WIDTH= 7         
    )
    (
      input wire  clk,reset,                                     
      input wire  ctrl2buf_valid,                                  
      input wire  sel_top_row,                                   
      input wire  [1:0] sel_btm_row,                             
      input wire  [PIX_BIT-1:0] data_cu2bufcf,                          
		input wire  [1:0] sel_right_col,  
		input wire  sel_left_col,         
		output wire [PIX_BIT*(MASK_WIDTH**2)-1:0] p_m2f  
   );
		wire [PIX_BIT*MASK_WIDTH-1:0] sngl_col_masked_pixs_buf2msk;
		row_buffers 
		#(.ROW_WIDTH(ROW_WIDTH),      
			.PIX_BIT(PIX_BIT),        
			.MASK_WIDTH(MASK_WIDTH))         
			row_buffers_u
		(
      .clk(clk),.reset(reset),           
      .pix_in_valid(ctrl2buf_valid),       
      .sel_top_row(sel_top_row),         
      .sel_btm_row(sel_btm_row),         
      .pix_in(data_cu2bufcf),    
      .sngl_col_masked_pixs_out(sngl_col_masked_pixs_buf2msk)     
		);
		filter_mask
		#(.PIX_BIT(PIX_BIT),      
		.MASK_WIDTH(MASK_WIDTH)  
		) mask_u
		(
		.clk(clk),.reset(reset),      
		.sngl_col_masked_pixs_in(sngl_col_masked_pixs_buf2msk),   
		.sel_right_col(sel_right_col),  
		.sel_left_col(sel_left_col),         
		.masked_pixs_out(p_m2f)  
		);
endmodule 
module filter_mask
  #( 
    parameter PIX_BIT=8,      
               MASK_WIDTH=7   
    )
   (
    input wire clk,reset,      
    input wire [PIX_BIT*MASK_WIDTH-1:0] sngl_col_masked_pixs_in,   
    input wire [1:0] sel_right_col,  
    input wire sel_left_col,         
    output wire [PIX_BIT*(MASK_WIDTH**2)-1:0] masked_pixs_out  
   );
   reg [PIX_BIT-1:0] win_pix_reg [0:MASK_WIDTH-1][0:MASK_WIDTH-1]; 
   wire [PIX_BIT-1:0] win_pix_next[0:MASK_WIDTH-1][0:MASK_WIDTH-1];
   reg [PIX_BIT-1:0] tmp_win_pix_reg [0:MASK_WIDTH-1][0:((MASK_WIDTH-1)/2)-1];
   wire [PIX_BIT-1:0] tmp_win_pix_next[0:MASK_WIDTH-1][0:((MASK_WIDTH-1)/2)-1];
   wire [PIX_BIT-1:0] pix_o_col_0 [0:MASK_WIDTH-1];
   wire[PIX_BIT-1:0] pix_o_col_1 [0:MASK_WIDTH-1];
   wire[PIX_BIT-1:0] pix_o_col_2 [0:MASK_WIDTH-1];
   wire[PIX_BIT-1:0] pix_o_col_3 [0:MASK_WIDTH-1];
   wire[PIX_BIT-1:0] pix_o_col_4 [0:MASK_WIDTH-1];
   wire[PIX_BIT-1:0] pix_o_col_5 [0:MASK_WIDTH-1];
   wire[PIX_BIT-1:0] pix_o_col_6 [0:MASK_WIDTH-1];
   genvar j;
   generate
     for (j=0;j<MASK_WIDTH;j=j+1)
     begin : pixels_columns
		assign pix_o_col_0[j]= (sel_right_col==2'd0)? sngl_col_masked_pixs_in[PIX_BIT*(j+1)-1:PIX_BIT*j]:  
									  (sel_right_col==2'd1)? win_pix_reg[j][1]:  
									  (sel_right_col==2'd2)? win_pix_reg[j][3]:  
									  win_pix_reg[j][5];  
       assign pix_o_col_1[j]=(sel_left_col)? win_pix_reg[j][0] : tmp_win_pix_reg[j][0]; 
       assign pix_o_col_2[j]=(sel_left_col)? win_pix_reg[j][1] : tmp_win_pix_reg[j][1]; 
       assign pix_o_col_3[j]=(sel_left_col)? win_pix_reg[j][2] : tmp_win_pix_reg[j][2];  
       assign pix_o_col_4[j]=(sel_left_col)? win_pix_reg[j][1] :win_pix_reg[j][3] ; 
       assign pix_o_col_5[j]=(sel_left_col)? win_pix_reg[j][0] :win_pix_reg[j][4] ; 
       assign pix_o_col_6[j]=(sel_left_col)? sngl_col_masked_pixs_in[PIX_BIT*(j+1)-1:PIX_BIT*j] :win_pix_reg[j][5] ; 
     end 
   endgenerate 
   generate
     for(j=0;j<MASK_WIDTH;j=j+1)
      begin : sequential_circuit_upper
        genvar i; 
        for(i=0;i<MASK_WIDTH;i=i+1)
          begin: sequential_circuit_inner
            always@(posedge clk)
                begin
                  win_pix_reg[j][i]     <= win_pix_next[j][i];
                end
          end 
      end 
    endgenerate
	 generate
     for(j=0;j<MASK_WIDTH;j=j+1)
      begin : sequential_circuit_upper_1
        genvar i; 
        for(i=0;i<((MASK_WIDTH-1)/2);i=i+1)
          begin: sequential_circuit_inner_1
            always@(posedge clk)
                begin
                  tmp_win_pix_reg[j][i] <= tmp_win_pix_next[j][i];
                end
          end 
      end 
    endgenerate
   generate 
     for(j=0;j<MASK_WIDTH;j=j+1)
     begin: next_state_logic
         assign tmp_win_pix_next[j][0]=pix_o_col_0[j];
         assign tmp_win_pix_next[j][1]=pix_o_col_1[j];
         assign tmp_win_pix_next[j][2]=pix_o_col_2[j];
         assign win_pix_next    [j][0]=sngl_col_masked_pixs_in[PIX_BIT*(j+1)-1:PIX_BIT*j];
         assign win_pix_next    [j][1]=win_pix_reg[j][0];
         assign win_pix_next    [j][2]=win_pix_reg[j][1]; 
         assign win_pix_next    [j][3]=win_pix_reg[j][2];
         assign win_pix_next    [j][4]=pix_o_col_4[j];
         assign win_pix_next    [j][5]=pix_o_col_5[j];
         assign win_pix_next    [j][6]=pix_o_col_6[j];
    end 
  endgenerate 
  generate
    for (j=0;j<MASK_WIDTH;j=j+1)
    begin: output_logic_upper
      genvar i;
      for(i=0;i<MASK_WIDTH;i=i+1) 
      begin: output_logic_inner
        if(i< (MASK_WIDTH-1)/2)
           assign masked_pixs_out[((i+1)*PIX_BIT+j*MASK_WIDTH*PIX_BIT)-1:i*PIX_BIT+j*MASK_WIDTH*PIX_BIT]=tmp_win_pix_reg[j][i];
        else
           assign masked_pixs_out[((i+1)*PIX_BIT+j*MASK_WIDTH*PIX_BIT)-1:i*PIX_BIT+j*MASK_WIDTH*PIX_BIT]=win_pix_reg[j][i];
      end  
    end 
  endgenerate
endmodule
module row_buffers 
    #( parameter ROW_WIDTH = 340,      
                 PIX_BIT   = 8,        
                 MASK_WIDTH= 3         
    )
    (
      input wire  clk,reset,                                     
      input wire  pix_in_valid,                                  
      input wire  sel_top_row,                                   
      input wire  [1:0] sel_btm_row,                             
      input wire  [PIX_BIT-1:0] pix_in,                          
      output wire [PIX_BIT*MASK_WIDTH-1:0] sngl_col_masked_pixs_out       
    );
    reg [PIX_BIT*ROW_WIDTH-1:0] row_buffer1_reg ,row_buffer2_reg ,row_buffer3_reg ,row_buffer4_reg ,row_buffer5_reg ,row_buffer6_reg;
    reg [PIX_BIT*ROW_WIDTH-1:0] row_buffer1_next,row_buffer2_next,row_buffer3_next,row_buffer4_next,row_buffer5_next,row_buffer6_next;
    reg [PIX_BIT*ROW_WIDTH-1:0] temp_row_buffer1_reg,temp_row_buffer2_reg;
    reg [PIX_BIT*ROW_WIDTH-1:0] temp_row_buffer1_next,temp_row_buffer2_next;
    wire [PIX_BIT-1:0] pix_o_row_1,pix_o_row_2,pix_o_row_3,pix_o_row_4,pix_o_row_5,pix_o_row_6;
    reg  [PIX_BIT-1:0] pix_o_row_0;
    always@*
    begin
      case(sel_btm_row)
        2'd0 : pix_o_row_0 = pix_in;  
        2'd1 : pix_o_row_0 = temp_row_buffer2_reg[PIX_BIT-1:0];    
        2'd2 : pix_o_row_0 = row_buffer4_reg[PIX_BIT-1:0];         
        2'd3 : pix_o_row_0 = row_buffer6_reg[PIX_BIT-1:0];         
      endcase
    end
    assign pix_o_row_1 = (sel_top_row) ? row_buffer1_reg[PIX_BIT-1:0] : temp_row_buffer1_reg[PIX_BIT-1:0];  
    assign pix_o_row_2 = (sel_top_row) ? row_buffer2_reg[PIX_BIT-1:0] : temp_row_buffer2_reg[PIX_BIT-1:0];  
    assign pix_o_row_3 = row_buffer3_reg[PIX_BIT-1:0];  
    assign pix_o_row_4 = (sel_top_row) ? row_buffer2_reg[PIX_BIT-1:0] : row_buffer4_reg[PIX_BIT-1:0];      
    assign pix_o_row_5 = (sel_top_row) ? row_buffer1_reg[PIX_BIT-1:0] : row_buffer5_reg[PIX_BIT-1:0];      
    assign pix_o_row_6 = (sel_top_row) ? pix_in                       : row_buffer6_reg[PIX_BIT-1:0];      
    always@(posedge clk)
       begin
        row_buffer1_reg       <= row_buffer1_next;
        row_buffer2_reg       <= row_buffer2_next;
        row_buffer3_reg       <= row_buffer3_next;
        row_buffer4_reg       <= row_buffer4_next;
        row_buffer5_reg       <= row_buffer5_next;
        row_buffer6_reg       <= row_buffer6_next;
        temp_row_buffer1_reg  <= temp_row_buffer1_next;
        temp_row_buffer2_reg  <= temp_row_buffer2_next;
      end
    always@*
    begin   
      row_buffer1_next      = row_buffer1_reg;
      row_buffer2_next      = row_buffer2_reg;
      row_buffer3_next      = row_buffer3_reg;
      row_buffer4_next      = row_buffer4_reg;
      row_buffer5_next      = row_buffer5_reg;
      row_buffer6_next      = row_buffer6_reg;
      temp_row_buffer1_next = temp_row_buffer1_reg;
      temp_row_buffer2_next = temp_row_buffer2_reg;
      if (pix_in_valid)
        begin
          row_buffer1_next = {pix_in,row_buffer1_reg[PIX_BIT*ROW_WIDTH-1:PIX_BIT]};
          row_buffer2_next = {row_buffer1_reg[PIX_BIT-1:0],row_buffer2_reg[PIX_BIT*ROW_WIDTH-1:PIX_BIT]};
          row_buffer3_next = {row_buffer2_reg[PIX_BIT-1:0],row_buffer3_reg[PIX_BIT*ROW_WIDTH-1:PIX_BIT]};
          row_buffer4_next = {row_buffer3_reg[PIX_BIT-1:0],row_buffer4_reg[PIX_BIT*ROW_WIDTH-1:PIX_BIT]};
          row_buffer5_next = {pix_o_row_4,row_buffer5_reg[PIX_BIT*ROW_WIDTH-1:PIX_BIT]};
          row_buffer6_next = {pix_o_row_5,row_buffer6_reg[PIX_BIT*ROW_WIDTH-1:PIX_BIT]};
          temp_row_buffer1_next= {pix_o_row_0,temp_row_buffer1_reg[PIX_BIT*ROW_WIDTH-1:PIX_BIT]};
          temp_row_buffer2_next= {pix_o_row_1,temp_row_buffer2_reg[PIX_BIT*ROW_WIDTH-1:PIX_BIT]};
        end
      end
     assign sngl_col_masked_pixs_out={pix_o_row_6,pix_o_row_5,pix_o_row_4,pix_o_row_3,pix_o_row_2,pix_o_row_1,pix_o_row_0};
  endmodule
==> /design/flow/run.sh <==
#!/bin/bash
# OpenROAD 26Q1-2900-gdf79404cd8, Yosys 0.63+post, stock flow scripts
make -C /OpenROAD-flow-scripts/flow DESIGN_CONFIG=/design/flow/config.mk WORK_HOME=/design/flow/orfs finish
==> /design/flow/config.mk <==
export PLATFORM = sky130hd
export DESIGN_NAME = bailey_scheme_mask
export DESIGN_NICKNAME = bailey_scheme_mask
export VERILOG_FILES = /design/flow/design.v
export SDC_FILE = /design/flow/constraint.sdc
export NUM_CORES = 4
export LEC_CHECK = 1
export CORE_UTILIZATION = 30
==> /design/flow/constraint.sdc <==
current_design bailey_scheme_mask

set clk_period 2.2
set clk_io_pct 0.2

create_clock -name clk0 -period $clk_period [get_ports {clk}]

set non_clock_inputs [all_inputs -no_clocks]
set_input_delay [expr $clk_period * $clk_io_pct] -clock clk0 $non_clock_inputs
set_output_delay [expr $clk_period * $clk_io_pct] -clock clk0 [all_outputs]
==> impl_metrics.json <==
{
  "dpl_worst_slack_ns": -0.443,
  "dp.cells": 17600,
  "drtIter0Drc": 5135,
  "port_buffers": 407,
  "firstDrtPassIters": 7,
  "end_kind": "output port",
  "critical-path-top-delay-family": "flip-flops",
  "top_area_frac": 0.921,
  "leakagePower_uw": 0.0839,
  "final_hold_viol_count": 0,
  "synthDistinctLibCells": 11,
  "final-setup-viol-count": 0,
  "crit_chain": "buf_12",
  "fp_util": 0.302,
  "slowest_stage": "dfxtp_4",
  "critPathLaunchType": "register",
  "ctsHtreeMaxLevel": 6,
  "fin_ws_ns": 0.0995,
  "viasPerCell": 3.86,
  "cts_tree": "built",
  "cts.sinks": 6960,
  "max_freq_ghz": 0.476,
  "hp-class": "in -> reg",
  "status": "complete, no violations",
  "slew_headroom": 0.495,
  "slew_viol_final": 0,
  "ys_cells": 7741,
  "synth_seq_share": 0.975,
  "worst-path-buf-inv": 1,
  "syn_area_um2": 209000,
  "synthCells": 7741,
  "cp.required_ns": 1.76,
  "yosys_area_um2": 209000,
  "area_growth_pct": 18.9,
  "utilization": 0.359,
  "fin_skew_ns": 0.0909,
  "fin_cells": 18800,
  "num_rows": 305,
  "design_area_um2": 248000,
  "placed_area_um2": 228000,
  "wl_um": 274000,
  "grt_pass1_wl_um": 427000,
  "cts-root-buf": "clkbuf_16",
  "gr-usage-all-layers": 0.0834,
  "fp.dieH_um": 836,
  "tightest_slew_ns": 0.757,
  "critPathMaxStageDelay_ns": 0.44,
  "pin_count": 409,
  "place_congestion": 0.775,
  "drive_above_1_share": 0.179,
  "post_synth.cell_area_avg_um2": 26.9,
  "vdd_drop_max_mv": 0.813,
  "worstPathArrival_ns": 1.66,
  "clkLatencyLatePin_ns": 1.06,
  "synth_warnings": 4,
  "rsz0062_at_grt": "true",
  "antenna_found_initial": 12,
  "area_leaders": "edfxtp_1 92%, dfxtp_1 5.4%, mux4_2 0.69%",
  "path_max_fanout": 1,
  "overflow": 0,
  "first_global_vias": 73800,
  "cap_violations": 0,
  "clk_pin_slew_worst_paths_ns": 0.06,
  "finalCriticalPeriod_ns": 2.10,
  "warning_count": 39,
  "numCtsBuffers": 623,
  "worst_hold_slack_ns": 0.109,
  "vias": 72600,
  "die_x_um": 836,
  "synth-seq-cells": 6960,
  "wl_per_cell_um": 14.6,
  "core_um2": 691000,
  "grt_max_degree": 148,
  "power_density_nw_per_um2": 1060,
  "worstSetupPathType": "reg -> out",
  "post-route-period-util": 0.955,
  "clock_path_buffers": 4,
  "chipArea_um2": 699000,
  "hpwl_um": 142000,
  "largest_area_cell": "edfxtp_1",
  "drc": 0,
  "ant_nets": 0
}
synthesized netlist by cell type:
cell      count
mux2_2       96
nand2_1     112
buf_2        24
dfxtp_1     560
buf_1         3
o21ai_0     224
edfxtp_1   6400
buf_6         2
clkbuf_1     32
mux4_2       64
inv_1       224
area by class of cell:
type / instances / area (um^2)
Timing Repair Buffer: 771 / 8200
Clock inverter: 335 / 3020
Multi-Input combinational cell: 496 / 4060
Fill cell: 61400 / 443000
Inverter: 224 / 841
Tap cell: 9210 / 11500
Antenna cell: 16 / 40.0
Clock buffer: 785 / 16500
Sequential cell: 6960 / 204000
metrics by stage:
stage / power, uW / TNS, ns
6_report: 264000 / 0
3_5_place_dp: 164000 / -6.36
5_1_grt: 275000 / -0.0277
2_1_floorplan: 158000 / 0
3_3_place_gp: 164000 / -6.42
4_1_cts: 268000 / -0.0884
kinds of logic after synthesis:
family          count (synthesis)  synth area share
flops                        6960             0.975
mux                           160            0.0121
compound gates                224           0.00537
simple gates                  112           0.00202
buf+inv                       285           0.00535
layout by cell type, fill, tap and decap left out, types with 112 or more instances in the layout:
cell type      instances
edfxtp_1            6400
clkbuf_16            627
dfxtp_2              283
dlygate4sd2_1        262
dfxtp_1              253
inv_1                229
buf_4                225
o21ai_0              223
buf_12               137
clkbuf_1             134
clkinv_1             133
nand2_1              112
final timing paths:
check        cells past startpoint                                  startpoint                                    to  slack (ns)
min reg2reg                      0           mask_u.win_pix_reg[44][1]$_DFF_P_     mask_u.win_pix_reg[45][1]$_DFF_P_        0.31
min                              3                                 sel_top_row     mask_u.win_pix_reg[14][3]$_DFF_P_        0.11
max reg2reg                      3  row_buffers_u.row_buffer6_reg[2]$_DFFE_PP_  mask_u.tmp_win_pix_reg[0][2]$_DFF_P_        0.29
max                              1           mask_u.win_pix_reg[13][7]$_DFF_P_                            p_m2f[111]         0.1
routing by layer:
| metal | vias to the layer above | GRT usage | part of all wire |
|---|---|---|---|
| li1 | 33500 | - | - |
| met5 | - | 0 | 0.000044 |
| met4 | 2 | 0.0221 | 0.029 |
| met1 | 35800 | 0.118 | 0.41 |
| met2 | 2810 | 0.0974 | 0.37 |
| met3 | 555 | 0.0751 | 0.19 |
repair_timing:
| item | 4_1_cts | 5_1_grt |
|---|---|---|
| endpoints found under the hold margin | 139 | 0 |
| hold buffers | 6 | 0 |
| resized | 896 | 0 |
| setup buffers | 90 | 0 |
| setup endpoints to repair | 392 | 1 |
where the power goes:
part / switching [uW] / internal [uW]
combinational: 3500 / 2220
sequential: 2480 / 153000
clock: 45800 / 56700
total: 51700 / 212000
Power is estimated from default activity; no workload was simulated.
