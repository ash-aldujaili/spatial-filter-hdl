==> design.v <==
module filter_mask_no_border
  #( 
    parameter PIX_BIT=8,      
               MASK_WIDTH=7   
    )
   (
    input wire clk,reset,      
    input wire [PIX_BIT*MASK_WIDTH-1:0] sngl_col_masked_pixs_in,   
    output wire [PIX_BIT*(MASK_WIDTH**2)-1:0] masked_pixs_out  
   );
   reg  [PIX_BIT-1:0] win_pix_reg [0:MASK_WIDTH-1][0:MASK_WIDTH-1]; 
   wire [PIX_BIT-1:0] win_pix_next[0:MASK_WIDTH-1][0:MASK_WIDTH-1];
   wire [PIX_BIT-1:0]  tmp_win_pix  [0:MASK_WIDTH-1][0:MASK_WIDTH-1];
   wire 	[PIX_BIT-1:0] pix_o_col_0 [0:MASK_WIDTH-1];
   wire	[PIX_BIT-1:0] pix_o_col_1 [0:MASK_WIDTH-1];
   wire	[PIX_BIT-1:0] pix_o_col_2 [0:MASK_WIDTH-1];
   wire	[PIX_BIT-1:0] pix_o_col_3 [0:MASK_WIDTH-1];
   wire	[PIX_BIT-1:0] pix_o_col_4 [0:MASK_WIDTH-1];
   wire	[PIX_BIT-1:0] pix_o_col_5 [0:MASK_WIDTH-1];
   wire	[PIX_BIT-1:0] pix_o_col_6 [0:MASK_WIDTH-1];
   genvar j;
   generate
     for(j=0;j<MASK_WIDTH;j=j+1)
      begin : sequential_circuit_upper
        genvar i; 
        for(i=0;i<MASK_WIDTH;i=i+1)
          begin: sequential_circuit_inner
            always@(posedge clk)
                begin
                  win_pix_reg[j][i]     <= win_pix_next[j][i];
                end
          end 
      end 
    endgenerate
   generate 
     for(j=0;j<MASK_WIDTH;j=j+1)
     begin: next_state_logic
         assign win_pix_next    [j][0]=sngl_col_masked_pixs_in[PIX_BIT*(j+1)-1:PIX_BIT*j];
         assign win_pix_next    [j][1]=win_pix_reg[j][0]; 
         assign win_pix_next    [j][2]=win_pix_reg[j][1]; 
         assign win_pix_next    [j][3]=win_pix_reg[j][2]; 
         assign win_pix_next    [j][4]=win_pix_reg[j][3];
         assign win_pix_next    [j][5]=win_pix_reg[j][4];
         assign win_pix_next    [j][6]=win_pix_reg[j][5];
    end 
  endgenerate 
  generate
    for (j=0;j<MASK_WIDTH;j=j+1)
    begin: output_logic_upper
      genvar i;
      for(i=0;i<MASK_WIDTH;i=i+1) 
      begin: output_logic_inner
           assign masked_pixs_out[((i+1)*PIX_BIT+j*MASK_WIDTH*PIX_BIT)-1:i*PIX_BIT+j*MASK_WIDTH*PIX_BIT]=win_pix_reg[j][i];
        end  
    end 
  endgenerate
endmodule
module no_border_scheme_mask
	 #( parameter ROW_WIDTH = 100,      
                 PIX_BIT   = 8,        
                 MASK_WIDTH= 7         
    )
    (
      input wire  clk,reset,                                     
      input wire  ctrl2buf_valid,                                  
      input wire  [PIX_BIT-1:0] data_cu2bufcf,                          
		output wire [PIX_BIT*(MASK_WIDTH**2)-1:0] p_m2f  
   );
		wire [PIX_BIT*MASK_WIDTH-1:0] sngl_col_masked_pixs_buf2msk;
		row_buffers_no_border
		#(.ROW_WIDTH(ROW_WIDTH),      
			.PIX_BIT(PIX_BIT),        
			.MASK_WIDTH(MASK_WIDTH))         
			row_buffers_u
		(
      .clk(clk),.reset(reset),           
      .pix_in_valid(ctrl2buf_valid),       
      .pix_in(data_cu2bufcf),    
      .sngl_col_masked_pixs_out(sngl_col_masked_pixs_buf2msk)     
		);
		filter_mask_no_border
		#(.PIX_BIT(PIX_BIT),      
		.MASK_WIDTH(MASK_WIDTH)  
		) mask_u
		(
		.clk(clk),.reset(reset),      
		.sngl_col_masked_pixs_in(sngl_col_masked_pixs_buf2msk),   
		.masked_pixs_out(p_m2f)  
		);
endmodule 
module row_buffers_no_border
    #( parameter ROW_WIDTH = 340,      
                 PIX_BIT   = 8,        
                 MASK_WIDTH= 3         
    )
    (
      input wire  clk,reset,                                     
      input wire  pix_in_valid,                                  
      input wire  [PIX_BIT-1:0] pix_in,                          
      output wire [PIX_BIT*MASK_WIDTH-1:0] sngl_col_masked_pixs_out       
    );
    reg [PIX_BIT*ROW_WIDTH-1:0] row_buffer1_reg ,row_buffer2_reg ,row_buffer3_reg ,row_buffer4_reg ,row_buffer5_reg ,row_buffer6_reg;
    reg [PIX_BIT*ROW_WIDTH-1:0] row_buffer1_next,row_buffer2_next,row_buffer3_next,row_buffer4_next,row_buffer5_next,row_buffer6_next;
    reg  [PIX_BIT-1:0] pix_o_row_3,pix_o_row_4,pix_o_row_5,pix_o_row_6;
    reg  [PIX_BIT-1:0] pix_o_row_0,pix_o_row_1,pix_o_row_2;
    always@*
		begin
			pix_o_row_0 = pix_in;
			pix_o_row_1 = row_buffer1_reg[PIX_BIT-1:0];
			pix_o_row_2 = row_buffer2_reg[PIX_BIT-1:0];
			pix_o_row_3 = row_buffer3_reg[PIX_BIT-1:0];
			pix_o_row_4 = row_buffer4_reg[PIX_BIT-1:0];
			pix_o_row_5 = row_buffer5_reg[PIX_BIT-1:0];
			pix_o_row_6 = row_buffer6_reg[PIX_BIT-1:0]; 
		end
    always@(posedge clk)
       begin
        row_buffer1_reg       <= row_buffer1_next;
        row_buffer2_reg       <= row_buffer2_next;
        row_buffer3_reg       <= row_buffer3_next;
        row_buffer4_reg       <= row_buffer4_next;
        row_buffer5_reg       <= row_buffer5_next;
        row_buffer6_reg       <= row_buffer6_next;
      end
    always@*
    begin   
          row_buffer1_next = {pix_in,row_buffer1_reg[PIX_BIT*ROW_WIDTH-1:PIX_BIT]};
          row_buffer2_next = {row_buffer1_reg[PIX_BIT-1:0],row_buffer2_reg[PIX_BIT*ROW_WIDTH-1:PIX_BIT]};
          row_buffer3_next = {row_buffer2_reg[PIX_BIT-1:0],row_buffer3_reg[PIX_BIT*ROW_WIDTH-1:PIX_BIT]};
          row_buffer4_next = {row_buffer3_reg[PIX_BIT-1:0],row_buffer4_reg[PIX_BIT*ROW_WIDTH-1:PIX_BIT]};
          row_buffer5_next = {row_buffer4_reg[PIX_BIT-1:0],row_buffer5_reg[PIX_BIT*ROW_WIDTH-1:PIX_BIT]};
          row_buffer6_next = {row_buffer5_reg[PIX_BIT-1:0],row_buffer6_reg[PIX_BIT*ROW_WIDTH-1:PIX_BIT]};
        end
     assign sngl_col_masked_pixs_out={pix_o_row_6,pix_o_row_5,pix_o_row_4,pix_o_row_3,pix_o_row_2,pix_o_row_1,pix_o_row_0};
  endmodule
==> run.sh <==
#!/bin/bash
# OpenROAD 26Q1-2900-gdf79404cd8, Yosys 0.63+post, stock flow scripts
make -C /OpenROAD-flow-scripts/flow DESIGN_CONFIG=/design/flow/config.mk WORK_HOME=/design/flow/orfs finish
==> config.mk <==
export PLATFORM = sky130hd
export DESIGN_NAME = no_border_scheme_mask
export DESIGN_NICKNAME = no_border_scheme_mask
export VERILOG_FILES = /design/flow/design.v
export SDC_FILE = /design/flow/constraint.sdc
export NUM_CORES = 4
export LEC_CHECK = 1
export CORE_UTILIZATION = 40
==> constraint.sdc <==
current_design no_border_scheme_mask

set clk_period 1.0
set clk_io_pct 0.2

create_clock -name clk0 -period $clk_period [get_ports {clk}]

set non_clock_inputs [all_inputs -no_clocks]
set_input_delay [expr $clk_period * $clk_io_pct] -clock clk0 $non_clock_inputs
set_output_delay [expr $clk_period * $clk_io_pct] -clock clk0 [all_outputs]
==> writeup.txt <==
Per the OpenROAD power report, leakage power amounts to 49.3 nW. With the detailed-router iteration count before antenna repair at 4, the synthesis warning total is 3. Per the final timing report, the hold violations number 0.

Per the slew report, the remaining headroom to the max-slew limit stands at 81.2%. Entering global routing, the biggest net connects 19 pins. The longest clock path from root to sink contains 4 buffers.

The tools report the count of filler cells inserted in the layout as 20119. With the count of routing violations after the opening detailed-route iteration at 1112, the post-layout total power is 0.361 W. Per the post-synthesis stats, the area per cell is 19.2 sq um. Looking at the max-slew report, the worst-margin pin has a slew of 0.283 ns. The slowest stage of the critical path is the sky130_fd_sc_hd__dfxtp_2 cell. Listed in order, past its start point the critical path passes buf_2. The layout contains a multi-input combinational cell count of 0. The launch instance of the worst register-to-register path was mask_u.win_pix_reg[31][5]. Final instance area: 119000 sq um. The number of cells on the critical path is 1.

The all-layer global routing usage was 8.08%; the pre-placement core utilization was 40.4%. For this run the detailed placement stage logged an HPWL of 36100 um. The dominant register cell was sky130_fd_sc_hd__dfxtp_1. According to the hold report, the worst path is of the input port to flip-flop type. The initialized floorplan defines 182 standard-cell rows.

For this design the top-level I/O count stands at 403. Clock tree synthesis inserted a total of 441 buffers. Synthesis inferred 4856 register bits. The combined buffer and inverter count along the critical path works out to 1. Across all layers, the routed design uses 33485 vias.

Per the detailed-route log, wirelength across all metal layers totals 95100 um. For this sky-water flow run, the detailed-routed wirelength per cell is reported as 10.1 um. The run gives 2 as the number of distinct library cell variants in the gate-level netlist after synthesis. The initial antenna violation count is 4. In the final layout, the multi-input gates occupy 0 sq um.

Counting cells, the worst reg-to-reg path comes to 2. Per the synthesis report, the single largest cell type by area occupies 97.5% of cell area. Per the skew report, the later register of the worst-skew pair sees a clock latency of 0.95 ns. After synthesis, the most frequently instantiated cells are sky130_fd_sc_hd__dfxtp_1, sky130_fd_sc_hd__buf_4. The critical path is of the flip-flop to output port type. The script parses the final routing iteration and logs DRC violations as 0. Per the placement log, port buffering inserted 400 buffers. STA lists the maximum fanout along the critical path as 2. TritonCTS built the clock tree. The average vias per placed instance was 3.55; the count of maximum capacitance violations was 0. Summed over all layers, the global routing overflow is 0. The tools report the global placement routability congestion as 0.715.

The flow ran to the end, but the final reports show violations. The tree is rooted in a sky130_fd_sc_hd__clkbuf_16. The total tool warning count is 31. The die area is 251000 sq um, and the worst setup slack after placement is -0.0705 ns. sky130_fd_sc_hd__dfxtp_1 takes more of the synthesized area than any other cell. With the final worst-path cycle share at 159%, the highest clock frequency the design can meet is 0.627 GHz.

The run gives 33390 as the via count of the first global-routing pass. With the delay of the slowest cell on the worst path at 0.32 ns, the residual antenna-violating net count after detailed routing is 0. The required time of the worst setup path is 0.80 ns, and the number of cells in the yosys synthesis report is 5192. Setup repair after global routing could not meet its margin everywhere. The yosys-reported design area after synthesis is 99700 sq um, and the y dimension of the die is 501 um.

Ratio of total power to cell area: 3020 nW/um^2. Yosys instantiated no cell more often than sky130_fd_sc_hd__dfxtp_1. Worst-case register-to-register setup slack: 0.26 ns.

The tools report the final tally of max-slew violations as 0. The kind of cell adding the most delay to the critical path was flip-flops. The final timing report lists clock skew as 0.0648 ns. CTS built an H-tree with a depth of 5.

The tree built by TritonCTS fans out to 4856 sinks. The clock slew seen by the registers of the worst setup and hold paths came out at 0.06 ns. Data arrives at the worst endpoint at 1.39 ns. STA classifies the critical path endpoint as an output port. The synthesis report lists the most area-consuming cells as sky130_fd_sc_hd__dfxtp_1, sky130_fd_sc_hd__buf_4.

The run gives 392 as the count of final setup violators. The critical path launch point was row_buffers_u.row_buffer3_reg[767]. The share of flip-flops with an asynchronous set or reset after synthesis came out at 0%.

Counting flops with a built-in enable in the synthesized netlist gives 0. The layout-stage area growth over the synthesis result came out at 19.7%. For this run, the register share of the synthesized area comes to 97.5%. The tools report the highest ir drop seen on vdd as 0.00171 V. After synthesis the cells add up to 99700 sq um. The post-layout worst setup margin is -0.595 ns.

The tools report the startpoint type of the worst setup path as a flip-flop. The instance count along the most critical hold path came out at 2. Synthesis handed over a netlist of 5192 instances. The minimum period implied by the final worst setup slack was 1.59 ns; the area inside the core boundary was 247000 sq um.

Cells with a size suffix above 1 make up 25.6% of the layout. Floorplan die width: 501 um. The checks that failed: negative setup slack. Looking at hold timing, the worst path starts from data_cu2bufcf[0].

The first global-routing pass estimated 164000 um of wire. The placed instances occupy a cell area of 105000 sq um.
## area by class of cell
class | count | area, sq um | area share [%]
repair buffers | 475 | 2630 | 2.20
clock inverters | 180 | 2230 | 1.87
well taps | 3312 | 4140 | 3.47
flip-flops and latches | 4856 | 97700 | 81.8
clock buffers | 614 | 12700 | 10.6
diodes | 1 | 2.50 | 0.00210
## placed cells by master (no fill, tap or decap), drive strengths merged
cell           netlist  layout
buf                336     430
bufinv               0      41
clkbuf               0     643
clkdlybuf4s50        0       8
clkinv               0      97
clkinvlp             0      24
dfxtp             4856    4856
diode                0       1
dlygate4sd3          0       8
inv                  0      18
## logic make-up after synthesis
| group | share of synthesized area, % |
|---|---|
| flops | 97.5 |
| buf+inv | 2.53 |
## metal layers
layer  share of wire, %  up-vias  wire length (um)  global-route usage, %
li1                   -    16898                 -                      -
met1                 54    15407             51200                   14.0
met2                 34      784             32400                   9.27
met3                7.1      396              6750                   2.62
met4                5.0        0              4780                   3.98
met5                  0        -                 0                      0
## power by group
group | switching, W | internal [W] | leakage, nW | total [W]
registers | 0.000201 | 0.194 | 39.4 | 0.194
logic | 0.0000238 | 0.000124 | 2.51 | 0.000147
clock network | 0.0671 | 0.0994 | 7.35 | 0.167
total | 0.0673 | 0.294 | 49.3 | 0.361
## timing repair
action / CTS / global route
endpoints found under the hold margin: 8 / 0
pin swaps: 0 / 0
setup buffers: 43 / 12
resized: 1535 / 34
endpoints found under the setup margin: 392 / 392
hold buffers: 8 / 0
## worst paths after layout
kind | end
max | p_m2f[151]
max reg2reg | mask_u.win_pix_reg[32][5]
min | mask_u.win_pix_reg[0][0]
min reg2reg | row_buffers_u.row_buffer2_reg[97]
## metrics by stage
step	util (%)	TNS, ns	hold WS (ns)	std cells
final	48.4	-212.39	0.233	9438
after global routing	48.4	-258.65	0.140	9438
after CTS	48.4	-261.08	0.107	9425
after detailed placement	42.7	-0.267	0.312	8580
after global placement	42.7	-0.242	0.310	8580
after floorplan	-	0	0.228	5192
No activity file was given, so power comes from the tool's default toggle rates.
