--- flow/run.sh ---
#!/bin/bash
# OpenROAD 26Q1-2900-gdf79404cd8, Yosys 0.63+post, stock flow scripts
make -C /OpenROAD-flow-scripts/flow DESIGN_CONFIG=/design/flow/config.mk WORK_HOME=/design/flow/orfs finish
--- flow/config.mk ---
export PLATFORM = sky130hd
export DESIGN_NAME = open_border_scheme_mask
export DESIGN_NICKNAME = open_border_scheme_mask
export VERILOG_FILES = /design/flow/design.v
export SDC_FILE = /design/flow/constraint.sdc
export NUM_CORES = 4
export LEC_CHECK = 1
export CORE_UTILIZATION = 30
--- flow/design.v ---
module filter_mask_no_temp
  #( 
    parameter PIX_BIT=8,      
               MASK_WIDTH=7   
    )
   (
    input wire clk,reset,      
    input wire [PIX_BIT*MASK_WIDTH-1:0] sngl_col_masked_pixs_in,   
    input wire [1:0] sel_right_col,  
    input wire sel_left_col,         
    output wire [PIX_BIT*(MASK_WIDTH**2)-1:0] masked_pixs_out  
   );
   reg  [PIX_BIT-1:0] win_pix_reg [0:MASK_WIDTH-1][0:MASK_WIDTH-1]; 
   wire [PIX_BIT-1:0] win_pix_next[0:MASK_WIDTH-1][0:MASK_WIDTH-1];
   wire [PIX_BIT-1:0]  tmp_win_pix  [0:MASK_WIDTH-1][0:MASK_WIDTH-1];
   wire 	[PIX_BIT-1:0] pix_o_col_0 [0:MASK_WIDTH-1];
   wire	[PIX_BIT-1:0] pix_o_col_1 [0:MASK_WIDTH-1];
   wire	[PIX_BIT-1:0] pix_o_col_2 [0:MASK_WIDTH-1];
   wire	[PIX_BIT-1:0] pix_o_col_3 [0:MASK_WIDTH-1];
   wire	[PIX_BIT-1:0] pix_o_col_4 [0:MASK_WIDTH-1];
   wire	[PIX_BIT-1:0] pix_o_col_5 [0:MASK_WIDTH-1];
   wire	[PIX_BIT-1:0] pix_o_col_6 [0:MASK_WIDTH-1];
   genvar j;
   generate
     for (j=0;j<MASK_WIDTH;j=j+1)
     begin : pixels_columns
		assign pix_o_col_0[j]= (sel_right_col==2'd0)? win_pix_reg[j][0]: 
									  (sel_right_col==2'd1)? win_pix_reg[j][2]: 
									  (sel_right_col==2'd2)? win_pix_reg[j][4]:  
									  win_pix_reg[j][6];  
       assign pix_o_col_1[j]= (sel_right_col==2'd2)? win_pix_reg[j][3]: 
									   (sel_right_col==2'd3)? win_pix_reg[j][5]: 
									    win_pix_reg[j][1];  
       assign pix_o_col_2[j]= (sel_right_col==2'd3)? win_pix_reg[j][4]: 
									    win_pix_reg[j][2];  
       assign pix_o_col_3[j]= win_pix_reg[j][2];
       assign pix_o_col_4[j]=(sel_left_col)? win_pix_reg[j][1] :win_pix_reg[j][3] ; 
       assign pix_o_col_5[j]=(sel_left_col)? win_pix_reg[j][0] :win_pix_reg[j][4] ; 
       assign pix_o_col_6[j]=(sel_left_col)? sngl_col_masked_pixs_in[PIX_BIT*(j+1)-1:PIX_BIT*j] :win_pix_reg[j][5] ; 
     end 
   endgenerate 
   generate
     for(j=0;j<MASK_WIDTH;j=j+1)
      begin : sequential_circuit_upper
        genvar i; 
        for(i=0;i<MASK_WIDTH;i=i+1)
          begin: sequential_circuit_inner
            always@(posedge clk)
                begin
                  win_pix_reg[j][i]     <= win_pix_next[j][i];
                end
          end 
      end 
    endgenerate
   generate 
     for(j=0;j<MASK_WIDTH;j=j+1)
     begin: next_state_logic
         assign tmp_win_pix[j][0]=pix_o_col_0[j];
         assign tmp_win_pix[j][1]=pix_o_col_1[j];
         assign tmp_win_pix[j][2]=pix_o_col_2[j];
			assign tmp_win_pix[j][3]=win_pix_reg[j][3];
         assign tmp_win_pix[j][4]=win_pix_reg[j][4];
         assign tmp_win_pix[j][5]=win_pix_reg[j][5];
			assign tmp_win_pix[j][6]=win_pix_reg[j][6];
         assign win_pix_next    [j][0]=sngl_col_masked_pixs_in[PIX_BIT*(j+1)-1:PIX_BIT*j];
         assign win_pix_next    [j][1]=win_pix_reg[j][0];
         assign win_pix_next    [j][2]=win_pix_reg[j][1]; 
         assign win_pix_next    [j][3]=win_pix_reg[j][2]; 
         assign win_pix_next    [j][4]=pix_o_col_4[j];
         assign win_pix_next    [j][5]=pix_o_col_5[j];
         assign win_pix_next    [j][6]=pix_o_col_6[j];
    end 
  endgenerate 
  generate
    for (j=0;j<MASK_WIDTH;j=j+1)
    begin: output_logic_upper
      genvar i;
      for(i=0;i<MASK_WIDTH;i=i+1) 
      begin: output_logic_inner
           assign masked_pixs_out[((i+1)*PIX_BIT+j*MASK_WIDTH*PIX_BIT)-1:i*PIX_BIT+j*MASK_WIDTH*PIX_BIT]=tmp_win_pix[j][i];
        end  
    end 
  endgenerate
endmodule
module open_border_scheme_mask
	 #( parameter ROW_WIDTH = 100,      
                 PIX_BIT   = 8,        
                 MASK_WIDTH= 7         
    )
    (
      input wire  clk,reset,                                     
      input wire  ctrl2buf_valid,                                  
      input wire  sel_top_row,                                   
      input wire  [1:0] sel_btm_row,                             
      input wire  [PIX_BIT-1:0] data_cu2bufcf,                          
		input wire  [1:0] sel_right_col,  
		input wire  sel_left_col,         
		output wire [PIX_BIT*(MASK_WIDTH**2)-1:0] p_m2f  
   );
		wire [PIX_BIT*MASK_WIDTH-1:0] sngl_col_masked_pixs_buf2msk;
		row_buffers_no_temp 
		#(.ROW_WIDTH(ROW_WIDTH),      
			.PIX_BIT(PIX_BIT),        
			.MASK_WIDTH(MASK_WIDTH))         
			row_buffers_u
		(
      .clk(clk),.reset(reset),           
      .pix_in_valid(ctrl2buf_valid),       
      .sel_top_row(sel_top_row),         
      .sel_btm_row(sel_btm_row),         
      .pix_in(data_cu2bufcf),    
      .sngl_col_masked_pixs_out(sngl_col_masked_pixs_buf2msk)     
		);
		filter_mask_no_temp
		#(.PIX_BIT(PIX_BIT),      
		.MASK_WIDTH(MASK_WIDTH)  
		) mask_u
		(
		.clk(clk),.reset(reset),      
		.sngl_col_masked_pixs_in(sngl_col_masked_pixs_buf2msk),   
		.sel_right_col(sel_right_col),  
		.sel_left_col(sel_left_col),         
		.masked_pixs_out(p_m2f)  
		);
endmodule 
module row_buffers_no_temp 
    #( parameter ROW_WIDTH = 340,      
                 PIX_BIT   = 8,        
                 MASK_WIDTH= 3         
    )
    (
      input wire  clk,reset,                                     
      input wire  pix_in_valid,                                  
      input wire  sel_top_row,                                   
      input wire  [1:0] sel_btm_row,                             
      input wire  [PIX_BIT-1:0] pix_in,                          
      output wire [PIX_BIT*MASK_WIDTH-1:0] sngl_col_masked_pixs_out       
    );
    reg [PIX_BIT*ROW_WIDTH-1:0] row_buffer1_reg ,row_buffer2_reg ,row_buffer3_reg ,row_buffer4_reg ,row_buffer5_reg ,row_buffer6_reg;
    reg [PIX_BIT*ROW_WIDTH-1:0] row_buffer1_next,row_buffer2_next,row_buffer3_next,row_buffer4_next,row_buffer5_next,row_buffer6_next;
    wire [PIX_BIT-1:0] pix_o_row_3,pix_o_row_4,pix_o_row_5,pix_o_row_6;
    reg  [PIX_BIT-1:0] pix_o_row_0,pix_o_row_1,pix_o_row_2;
    always@*
    begin
      case(sel_btm_row)
        2'd0 : pix_o_row_0 = pix_in;  
        2'd1 : pix_o_row_0 = row_buffer2_reg[PIX_BIT-1:0];    
        2'd2 : pix_o_row_0 = row_buffer4_reg[PIX_BIT-1:0];         
        2'd3 : pix_o_row_0 = row_buffer6_reg[PIX_BIT-1:0];         
      endcase
    end
    always@*
    begin
      case(sel_btm_row)
        2'd0 : pix_o_row_1 = row_buffer1_reg[PIX_BIT-1:0];  
        2'd1 : pix_o_row_1 = row_buffer1_reg[PIX_BIT-1:0];    
        2'd2 : pix_o_row_1 = row_buffer3_reg[PIX_BIT-1:0];         
        2'd3 : pix_o_row_1 = row_buffer5_reg[PIX_BIT-1:0];         
      endcase
    end
     always@*
    begin
      case(sel_btm_row)
        2'd0 : pix_o_row_2 = row_buffer2_reg[PIX_BIT-1:0];  
        2'd1 : pix_o_row_2 = row_buffer2_reg[PIX_BIT-1:0];    
        2'd2 : pix_o_row_2 = row_buffer2_reg[PIX_BIT-1:0];         
        2'd3 : pix_o_row_2 = row_buffer4_reg[PIX_BIT-1:0];         
      endcase
    end
    assign pix_o_row_3 = row_buffer3_reg[PIX_BIT-1:0];  
    assign pix_o_row_4 = (sel_top_row) ? row_buffer2_reg[PIX_BIT-1:0] : row_buffer4_reg[PIX_BIT-1:0];      
    assign pix_o_row_5 = (sel_top_row) ? row_buffer1_reg[PIX_BIT-1:0] : row_buffer5_reg[PIX_BIT-1:0];      
    assign pix_o_row_6 = (sel_top_row) ? pix_in                       : row_buffer6_reg[PIX_BIT-1:0];      
    always@(posedge clk)
       begin
        row_buffer1_reg       <= row_buffer1_next;
        row_buffer2_reg       <= row_buffer2_next;
        row_buffer3_reg       <= row_buffer3_next;
        row_buffer4_reg       <= row_buffer4_next;
        row_buffer5_reg       <= row_buffer5_next;
        row_buffer6_reg       <= row_buffer6_next;
      end
    always@*
    begin   
          row_buffer1_next = {pix_in,row_buffer1_reg[PIX_BIT*ROW_WIDTH-1:PIX_BIT]};
          row_buffer2_next = {row_buffer1_reg[PIX_BIT-1:0],row_buffer2_reg[PIX_BIT*ROW_WIDTH-1:PIX_BIT]};
          row_buffer3_next = {row_buffer2_reg[PIX_BIT-1:0],row_buffer3_reg[PIX_BIT*ROW_WIDTH-1:PIX_BIT]};
          row_buffer4_next = {row_buffer3_reg[PIX_BIT-1:0],row_buffer4_reg[PIX_BIT*ROW_WIDTH-1:PIX_BIT]};
          row_buffer5_next = {pix_o_row_4,row_buffer5_reg[PIX_BIT*ROW_WIDTH-1:PIX_BIT]};
          row_buffer6_next = {pix_o_row_5,row_buffer6_reg[PIX_BIT*ROW_WIDTH-1:PIX_BIT]};
        end
     assign sngl_col_masked_pixs_out={pix_o_row_6,pix_o_row_5,pix_o_row_4,pix_o_row_3,pix_o_row_2,pix_o_row_1,pix_o_row_0};
  endmodule
--- flow/constraint.sdc ---
current_design open_border_scheme_mask

set clk_period 8.6
set clk_io_pct 0.2

create_clock -name clk0 -period $clk_period [get_ports {clk}]

set non_clock_inputs [all_inputs -no_clocks]
set_input_delay [expr $clk_period * $clk_io_pct] -clock clk0 $non_clock_inputs
set_output_delay [expr $clk_period * $clk_io_pct] -clock clk0 [all_outputs]
==> notes.md <==
flow finished, numbers: outcome=completed, r2r startpoint=row_buffers_u.row_buffer4_reg[4], post-route ant nets=0, WP data required=6880 ps, Syn Inst Count=5736, Routed WL per cell=12.6 um, dpl hpwl=roughly 81 mm, vias in the first global route=40200, Internal Pwr Total=36.1 mW, main area contributors=dfxtp_1 94%, mux2_2 2.8%, mux4_2 1.2%, mux2i_1 0.59%, a21oi_1 0.30%, PwrDens=around 330 mW/mm^2, Clk pwr share=0.461, Hold Fails Final Rpt=0, crit path capture type=output port, most used cell, CP=buf_4, largest net degree at the start of global routing=109, Die Height=603 um, htree depth=5, r2r setup slk=6940 ps, Yosys Instances=between 5000 and 6000, # IOs=approximately 410, CTS Buffer Depth=4, Overflow after GRT=0, Final Slew Violations=0, PostCTS Resize Cnt=0, Comb pwr share=0.007, commonest cells in the netlist=5096 x dfxtp_1, 272 x mux2_2, 64 x a21oi_1, 64 x mux2i_1, 64 x nor2_1, wirelength, routed=148 mm, hold slack final=263 ps, crit path from=sel_right_col[1], first-pass GRT wire length=between 200 and 250 mm, RSZ-0062 raised after global routing=false, peak supply drop=0.187 mV, crit path max-delay cell type=buf_4, Placed Instances=about 11000, total power=between 40 and 50 mW, min cycle time layout=6500 ps, via count=40200, R2R Path End=mask_u.win_pix_reg[6][4], mean post-synth cell area=18.9 um^2, max_cap viols=0, die width=roughly 600 um, Clock Skew=about 76 ps, CP Cell Sequence=buf_6, buf_4, buf_4, buf_4, mux4_2, clkdlybuf4s50_1, end of the critical path=p_m2f[287], Post-CTS Setup Inserts=0, Synth Warn #=3, period utilisation layout=0.756, CTS tree=built, Post-synth seq share=0.941, R2R depth=3, Worst-Margin Slew=863 ps, Crit Path Class=in -> out, final std cells w/o fill=between 10000 and 15000, GPL Wtd Cong=0.827, f_max=154 MHz, Post-Syn Area=0.108 mm^2, DRC Markers=0, via/cell ratio=3.43, Total Routing Usage GR=0.0843, switching pwr=between 8 and 9 mW, clock buffer count from CTS=458, P&R area growth vs syn=23.6%, WP depth=6, crit path DAT=approximately 4800 ps, Worst slew margin=0.424, Distinct lib cells used=20, final-report setup violation count=0, fp_density=0.302, cell type with the largest total area=dfxtp_1, # fillers=32100, root buf cell=clkbuf_16, share of layout cells above drive strength 1=0.164, CP bufs+invs=5, crit start category=input pin, Worst Path Max Fanout=around 84, sequential group share of total power=0.532, Top-area cell share=0.941, Hold Path Class=reg -> reg, Leakage=53.1 nW, Synthesized registers=5096, antenna violations before repair=19, tool warning count=32, Commonest flop=dfxtp_1, Post-synth EDFFs=0, Top delay family on crit path=buffers and inverters, Clock Sink Count=5096, num rows=220, count leader, synth=dfxtp_1, Chip Area, Yosys=0.108 mm^2, Die ar.=0.364 mm^2, Core ar.=0.359 mm^2, CTS clock-pin slew for the worst setup and hold paths=70 ps, Switching Share=0.193, hold path depth=0, CP peak stage delay=790 ps, clk latency late pin=around 950 ps, Starting DRT DRC Count=1538, Async SR Flop Fraction=0, setup TNS=0 ps, # hold bufs at CTS=0, port bufs=406, drt first pass iters=4
power by group through the flow:
| stage | registers, mW | logic (mW) | clock network, mW |
|---|---|---|---|
| 4_1_cts | 23.8 | 0.336 | 21.3 |
| 5_1_grt | 23.8 | 0.350 | 22.4 |
| 6_report | 23.8 | 0.327 | 20.6 |
final cells by class:
type,count,area [um^2],area share
diodes,10,25.0,0.000187
multi-input cells,540,5660,0.0423
flip-flops and latches,5096,102000,0.762
clock buffers,631,13100,0.0980
repair buffers,432,4270,0.0319
inverters,8,30.0,0.000224
clock inverters,214,2830,0.0211
well taps,4773,5970,0.0446
metrics by stage:
stage / area [um^2] / worst slack (ps) / utilization
after global routing: 134000 / 1990 / 0.373
after detailed placement: 118000 / 2140 / 0.328
final: 134000 / 2100 / 0.373
after floorplan: 108000 / 4280 / -
after CTS: 134000 / 2130 / 0.373
after global placement: 118000 / 2210 / 0.328
per-layer routing:
metal	GRT usage	vias to the layer above	routed length, um
met5	0	-	13
met4	0.0337	2	6210
met3	0.0233	435	8470
met2	0.121	756	64500
met1	0.124	19100	68600
li1	-	19900	-
kinds of logic (layout without fill, tap and decap cells):
kind of cell           after synthesis  count (layout)  synth area share
DFF                               5096            5096             0.941
muxes                              392             392            0.0458
buffers and inverters              100            1285           0.00647
AOI/OAI and AO/OA                   80              80           0.00388
and+or+nand+nor                     68              68           0.00247
other                                0              10                 0
worst register-to-register path: cells and delay by family, from the launching register on:
family	cells	cell delay (ps)
compound gates	2	690
flops	1	480
mux	1	360
worst min-delay path by stage:
| stage | start | slack, ps | endpoint |
|---|---|---|---|
| 4_1_cts | row_buffers_u.row_buffer2_reg[365] | 260 | row_buffers_u.row_buffer2_reg[357] |
| 5_1_grt | row_buffers_u.row_buffer3_reg[707] | 260 | row_buffers_u.row_buffer3_reg[699] |
| 6_report | row_buffers_u.row_buffer2_reg[365] | 260 | row_buffers_u.row_buffer2_reg[357] |
cell usage in the layout (no fill, tap or decap):
| cell type | count |
|---|---|
| a21oi_1 | 64 |
| a22oi_1 | 8 |
| and2_1 | 1 |
| buf_12 | 1 |
| buf_2 | 3 |
| buf_4 | 25 |
| buf_6 | 1 |
| buf_8 | 1 |
| bufinv_16 | 49 |
| clkbuf_1 | 73 |
| clkbuf_16 | 459 |
| clkbuf_8 | 100 |
| clkdlybuf4s50_1 | 400 |
| clkinv_16 | 11 |
| clkinv_2 | 102 |
| clkinv_4 | 11 |
| clkinv_8 | 6 |
| clkinvlp_4 | 17 |
| dfxtp_1 | 5096 |
| diode_2 | 10 |
| inv_1 | 8 |
| inv_16 | 3 |
| inv_6 | 13 |
| inv_8 | 2 |
| mux2_2 | 272 |
| mux2i_1 | 64 |
| mux4_2 | 56 |
| nand2_4 | 2 |
| nor2_1 | 64 |
| nor2b_1 | 1 |
| o21ai_0 | 5 |
| o21ai_1 | 3 |
No activity file was given, so power comes from the tool's default toggle rates.
